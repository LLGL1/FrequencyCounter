`flow/design.v`:
```
module BCD#(parameter N=7)(
input iClk,
input [3:0] iBCD,
output [N-1:0] oSeg
);
reg [N-1:0]rsalida_D;
reg [N-1:0]rsalida_Q;
assign oSeg=rsalida_Q; 
always @(posedge iClk )
begin
     rsalida_Q <= rsalida_D;
end 
always @ *
begin
case (iBCD)
4'd0 : rsalida_D = 7'b0000001;
4'd1 : rsalida_D = 7'b1001111;
4'd2 : rsalida_D = 7'b0010010;
4'd3 : rsalida_D = 7'b0000110;
4'd4 : rsalida_D = 7'b1001100;
4'd5 : rsalida_D = 7'b0100100;
4'd6 : rsalida_D = 7'b0100000;
4'd7 : rsalida_D = 7'b0001111;
4'd8 : rsalida_D = 7'b0000000;
4'd9 : rsalida_D = 7'b0000100;
default : rsalida_D = 7'b1111111;
endcase
end
endmodule 
module Debouncing(
     input iClk,
	  input iArrangement,
	  output[3:0]oSalida 
	  );
reg rSave_Q; 
reg rSave_D;
reg [3:0]rSignal_D;
reg [3:0]rSignal_Q;
reg [3:0]Count_Q = 4'd0;
reg [3:0]Count_D = 4'd0;
assign oSalida = rSave_Q;	
always @ (posedge iClk)
begin
	rSave_Q <= rSave_D;	
if(Count_Q < 4)
	begin
	rSignal_D[Count_D] <= iArrangement;
	end
else
	begin
	Count_D = 4'd0;
	end
Count_D = Count_Q + 4'd1;
rSignal_Q <= rSignal_D;
end	 
always @ *
 if (rSignal_Q == 4'b0000)
   begin
	   rSave_D =4'd0;
   end 
else if (rSignal_Q == 4'b1111)
  begin 
     rSave_D =4'd1;
  end 
 else  
   begin 
       rSave_D = rSave_Q; 
	end
 endmodule 
module DivF(
   input iClk,
	input irst,
   output oSalidas	  
	 );
reg rSalidaQ_div;
reg rSalidaD_div;
reg [25:0] rBitsQ;
reg [25:0] rBitsD;
assign oSalidas = rSalidaQ_div;
always @(posedge iClk)
begin
    if (!irst)
	 begin
	   rSalidaQ_div= 1'd0; 
	   rBitsQ <= 1'd0;
	 end 
	 else
    begin
    rSalidaQ_div <= rSalidaD_div;
	 rBitsQ <= rBitsD;
	 end 
end 
always @ *
begin 
     if (rBitsQ==26'd50_000_000)
	  begin 
	    rSalidaD_div = 1'b1;  
	    rBitsD=26'd0;  
	  end 
	  else 
	  begin 
	    rBitsD=rBitsQ + 1'b1;  
		 rSalidaD_div=  1'b0;  
	  end  
end 
endmodule 
module FrequencyCounter(
     input iClk,
	  input iSenal,
	  output [6:0]oS1,
	  output [6:0]oS2,
	  output [6:0]oS3,
	  output [6:0]oS4
	  ); 
wire wDivFrec;
wire wCleanSignal;
wire [3:0]wPeriodo;
wire [15:0]wFrec;
wire [3:0]wU;
wire [3:0]wD;
wire [3:0]wC;
wire [3:0]wUM;
Debouncing Debouncing_Module(
.iClk (iClk),
.iArrangement (iSenal),
.oSalida (wCleanSignal)
);
DivF FrecDiv(
.iClk (iClk),
.irst (irst),
.oSalidas(wDivFrec)
);
PeriodCounter TCounter(
.iClk (iClk),
.iRst (wDivFrec),
.iSignal (wCleanSignal),
.oCycles (wFrec)  
);
BitShift bitshift(
.iClk (iClk),
.iFrec (wFrec),
.oU (wU),
.oD (wD),
.oC (wC),
.oUM (wUM)
);
BCD #(.N(7))Unidades(
.iClk (iClk),
.iBCD (wU),
.oSeg (oS1)
);
BCD #(.N(7))Decenas(
.iClk (iClk),
.iBCD (wD),
.oSeg (oS2)
);
BCD#(.N(7))Centenas(
.iClk (iClk),
.iBCD (wC),
.oSeg (oS3)
);
BCD #(.N(7))Millares(
.iClk (iClk),
.iBCD (wUM),
.oSeg (oS4)
);
endmodule 
module PeriodCounter (
	input iClk,
	input iRst,
	input iSignal,
	output [3:0] oCycles
);
reg [13:0]rCycles_D;
reg [13:0]rCycles_Q;
reg [1:0]rSignal_D;
reg [1:0]rSignal_Q;
reg [3:0]Count_Q = 4'd0;
reg [3:0]Count_D = 4'd0;
always @ (posedge iClk)
begin
if(iRst)
	begin
	rCycles_Q <= rCycles_D;
	end
else if(Count_Q < 4)
	begin
	rSignal_D[Count_D] <= iSignal;
	end
else
	begin
	Count_D = 4'd0;
	end
Count_D = Count_Q + 4'd1;
rSignal_Q <= rSignal_D;
end
always @ *
begin
	if(rSignal_Q[0] == 2'b0 & rSignal_Q[1] == 2'b1)  
		begin
			if(rCycles_D > 14'd9999)
			begin  
			rCycles_D = 14'd10000;
			end
			else
			begin
			rCycles_D = rCycles_Q + 14'd1;
			end
		end
	else
		begin
		rCycles_D = rCycles_Q;
		end
end
endmodule
module BitShift (
	input iClk,
	input [13:0]iFrec,
	output [3:0]oU,
	output [3:0]oD,
	output [3:0]oC,
	output [3:0]oUM 
);
reg [15:0]rFrec_Q;
reg [15:0]rFrec_D;
reg [2:0]rState_Q;
reg [2:0]rState_D;
reg [3:0]rShiftCounter_D;
reg [3:0]rShiftCounter_Q;
reg [15:0] rResult_D;
reg [15:0] rResult_Q;
assign oUM[3:0] = rResult_D[15:12];
assign oC[3:0] = rResult_D[11:8];
assign oD[3:0] = rResult_D[7:4];
assign oU[3:0] = rResult_D[3:0];
always @ (posedge iClk)
begin
	rFrec_Q <= rFrec_D;
	rState_Q <= rState_D;
	rShiftCounter_Q <= rShiftCounter_D;
	rResult_Q <= rResult_D;
end
always @ *
begin
case(rState_Q)
2'd0:  
begin
   begin 
	rFrec_D = iFrec;
	end	
	rState_D = 2'd1;
end
2'd1:  
begin
	if(rFrec_D[15:12] > 4)
	begin
		rFrec_D = rFrec_Q[15:12] + 14'd3; 
	end
	else 	if(rFrec_D[11:8] > 4)
	begin
		rFrec_D = rFrec_Q[11:8] + 14'd3;
	end
	else 	if(rFrec_D[7:4] > 4)
	begin
		rFrec_D = rFrec_Q[7:4] + 14'd3; 
	end
	else 	if(rFrec_D[3:0] > 4)
	begin
		rFrec_D = rFrec_Q[3:0] + 14'd3; 
	end
	else
	begin
		rFrec_D = rFrec_Q;
	end
	rState_D = 2'd2;
end
2'd2:  
	begin
		if(rShiftCounter_Q == 4'd11)
		begin
			rShiftCounter_D = 4'd0;
			rState_D = 2'd3;
		end
		else
		begin
			rFrec_D = {rFrec_Q << 3};
			rState_D = 2'd1;
		end
	rShiftCounter_D = rShiftCounter_Q + 4'd1;
	end
2'd3:  
	begin
		rResult_D[15:12] = rFrec_Q[15:12];
		rResult_D[11:8] = rFrec_Q[11:8];
		rResult_D[7:4] = rFrec_Q[7:4];
		rResult_D[3:0] = rFrec_Q[3:0];
		rState_D = 2'd0;
	end
default:
	begin
		rState_D = 2'd0;
	end
endcase
end
endmodule
```
`flow/run.sh`:
```
#!/bin/bash
# OpenROAD 26Q1-2900-gdf79404cd8, Yosys 0.63+post, stock flow scripts
make -C /OpenROAD-flow-scripts/flow DESIGN_CONFIG=/design/flow/config.mk WORK_HOME=/design/flow/orfs finish
```
`flow/config.mk`:
```
export PLATFORM = sky130hd
export DESIGN_NAME = FrequencyCounter
export DESIGN_NICKNAME = FrequencyCounter
export VERILOG_FILES = /design/flow/design.v
export SDC_FILE = /design/flow/constraint.sdc
export NUM_CORES = 4
export LEC_CHECK = 1
export CORE_UTILIZATION = 30
```
`flow/constraint.sdc`:
```
current_design FrequencyCounter

set clk_period 1.4
set clk_io_pct 0.2

create_clock -name clk0 -period $clk_period [get_ports {iClk}]

set non_clock_inputs [all_inputs -no_clocks]
set_input_delay [expr $clk_period * $clk_io_pct] -clock clk0 $non_clock_inputs
set_output_delay [expr $clk_period * $clk_io_pct] -clock clk0 [all_outputs]
```
==> reports/qor.yml <==
status:
  status: "completed"
setup_path:
  path_buffers: 1
  critPathCaptureType: "primary output"
  cp.required_ns: 1.12
  max_stage_delay_ns: 0.46
  criticalPathCategory: "reg2out"
  cp_max_fo: 1
  cp-start-kind: "flop"
  crit_arrival_ns: 1.08
  critPathTopFamily: "buffers and inverters"
  crit_path_cell_trace: "clkdlybuf4s50_1"
  slowest_stage: "clkdlybuf4s50_1"
final_timing:
  drv_slew: 0
  worstMarginPinSlew_ns: 0.5784
  whs_ns: 0.5240
  fin_setup_tns_ns: 0
  hold_viol_final: 0
  unclocked_regs: 36
  clock.fmax_mhz: 737.1
  timing.final.crit_period_ns: 1.357
  rsz0062_at_grt: "no"
  period_used_pct: 96.91
  fin_skew_ns: 0.003560
  slew_headroom_pct: 61.44
  untimed_endpoints: 84
  final-setup-viol-count: 0
power_and_ir_drop:
  leakage_nw: 1.418
  cellPowerDensity_nw_per_um2: 620.4
  peakVddDrop_uv: 338.7
  total_power_w: 0.002242
place:
  gp_congestion: 0.8470
  portBuffers: 28
  dpl_cell_area_um2: 3520
  hpwlAfterDp_um: 3904
global_routing:
  grt_pass1_vias: 2074
  antenna_found_initial: 0
  grt-ovfl-total: 0
  grt_max_degree: 17
  grt_use_total_pct: 10.48
  grt_pass1_wl_um: 9328
cells_and_area:
  utilization_pct: 36.46
  syn_to_final_growth_pct: 16.22
  fillers: 983
  stdcell_area_um2: 3613
  drive_gt1_share_pct: 3.857
floorplan:
  core_area_um2: 9910
  die_w_um: 103.8
  pin_count: 30
  fp.dieH_um: 103.8
  initCoreUtil_pct: 31.38
  rows: 36
  chip_area_um2: 10780
run:
  maxCapViolations: 0
  warnings: 46
min_path:
  hold_class: "reg2reg"
synth:
  yosysTopAreaCell: "dfxtp_1"
  syn_area_um2: 3109
  top_cell_area_share_pct: 32.19
  synth_cell_types: 41
  async_flop_share_pct: 0
  ys.flops: 86
  edf_count: 0
  yosys_area_um2: 3109
  yosysWarnings: 53
  postSynthAreaPerCell_um2: 9.254
  ys_cells: 336
  netlist_instances: 336
  top_cells_by_area: "dfxtp_1 32%, ha_1 12%, dlxtp_1 9.7%"
  synthFlopType: "dfxtp_1"
clock_tree:
  clkTransAtPathRegs_ns: 0.09
  clock_latency_ns: 0.29
  cts.path.max_buffers: 2
  cts_tree: "built"
  htree_levels: 2
  numCtsBuffers: 5
  root_buffer: "clkbuf_8"
  ctsHoldBuffers: 0
routing:
  vias: 2260
  drtIter0Drc: 93
  wl_per_cell_um: 10.90
  antennaDiodeCount: 0
  ant_nets: 0
  drc: 0
  viasPerCell: 4.556
  totalWireLength_um: 5406
  dr.pass1.iters: 4
## power by group
part	leakage (nW)	internal [W]	switching, W
clock network	0.0452	0.000354	0.000468
registers	0.669	0.00142	0
logic	0.704	0	0
total	1.42	0.00177	0.000468
## Yosys cell counts, types with 2 or more instances
cell type,number
a211oi_1,2
a31oi_1,6
a22o_1,12
nand3_1,2
a311o_1,2
xor2_1,4
nand2b_1,11
o311ai_0,2
buf_2,2
dlxtp_1,20
dfxtp_1,50
o21ai_0,16
ha_1,30
nor3_1,2
a21oi_1,33
xnor2_1,4
nand4b_1,2
inv_1,25
o21a_1,5
a32oi_1,2
nor2_1,41
clkbuf_1,7
nand2_1,16
nor2b_1,4
o211ai_1,2
dlxtn_1,16
or2_2,4
## timing repair
action / CTS / global route
endpoints found under the setup margin: 0 / 2
gates resized: 0 / 4
setup buffers: 0 / 0
endpoints found under the hold margin: 0 / 0
## per-layer routing
layer | vias up | share of wire, % | GRT usage (%) | routed length [um]
li1 | 1188 | - | - | -
met1 | 1027 | 51 | 15.22 | 2758
met2 | 43 | 45 | 17.57 | 2441
met3 | 2 | 3.0 | 1.218 | 161
met4 | 0 | 0.81 | 1.224 | 44
met5 | - | 0 | 0 | 0
## layout by cell type, fill, tap and decap left out, types with 11 or more instances in the layout
cell / count
o21ai_0: 16
dlxtn_1: 16
nand2b_1: 11
ha_1: 30
nand2_1: 16
nor2_1: 41
inv_1: 25
dfxtp_1: 48
clkdlybuf4s50_1: 26
a21oi_1: 33
dlxtp_1: 20
a22o_1: 12
## kinds of logic after synthesis
kind of cell	count (synthesis)	share of synthesized area, %
AND-OR/OR-AND	90	18.59
XOR/XNOR	8	2.253
adder cells (fa/ha/maj)	30	12.07
buffers and inverters	34	4.185
flip-flops	50	32.19
latches	36	17.38
multiplexers	1	0.3219
AND/OR/NAND/NOR	87	13.00
## registers in the layout, indices dropped and copies added, names as in the netlist
signal	count
bitshift.rFrec_Q	16
bitshift.rState_Q	2
Unidades.rsalida_Q	7
bitshift.rShiftCounter_D	4
Centenas.rsalida_Q	7
Decenas.rsalida_Q	7
Millares.rsalida_Q	7
bitshift.rFrec_D	16
bitshift.rResult_D	16
bitshift.rShiftCounter_Q	4
## worst paths after layout
kind         slack, ns                     startpoint  depth (start not counted)                            to
max               0.04  Millares.rsalida_Q[5]$_DFF_P_                          1                        oS4[5]
min               0.52   bitshift.rState_Q[1]$_DFF_P_                          1  bitshift.rState_Q[1]$_DFF_P_
max reg2reg       0.29   bitshift.rState_Q[0]$_DFF_P_                          4  bitshift.rState_Q[1]$_DFF_P_
min reg2reg       0.52   bitshift.rState_Q[1]$_DFF_P_                          1  bitshift.rState_Q[1]$_DFF_P_
## worst reg2reg max path, delay by kind of cell, from the launching register on
kind / cells / cell delay [ns]
fa+ha+maj: 1 / 0.27
buf+inv: 1 / 0.10
flops: 1 / 0.39
mux: 1 / 0.09
simple gates: 1 / 0.15
## stage by stage
stage / setup WS [ns] / std cells
6_report: 0.04332 / 496
3_5_place_dp: 0.3091 / 488
4_1_cts: 0.01415 / 496
5_1_grt: 0.0007823 / 496
3_3_place_gp: 0.3160 / 488
2_1_floorplan: 0.4067 / 336
## cell type report
| type | count | area (um2) | share of cell area, % |
|---|---|---|---|
| inverter | 25 | 93.84 | 2.597 |
| sequential | 86 | 1544 | 42.73 |
| tap | 133 | 166.4 | 4.605 |
| timing repair buffer | 28 | 285.3 | 7.895 |
| multi-input combinational | 216 | 1438 | 39.79 |
| clock buffer | 6 | 72.57 | 2.008 |
| clock inverter | 2 | 13.76 | 0.3809 |
Power and IR drop assume default switching activity.
